`design.v`:
```
module all_gp(
    input logic [15:0] A, B,
    output logic [15:0] g,p,
    output logic[7:0] g1,p1,
    output logic [3:0] g2,p2,
    output logic [1:0] g3,p3,
    output logic g4,p4
);
logic [1:0] bus0, bus1, bus2, bus3, bus4, bus5, bus6, bus7;
logic [1:0] bus8, bus9, bus10, bus11, bus12, bus13, bus14, bus15;
logic [1:0] buss0, buss1, buss2, buss3, buss4, buss5, buss6, buss7;
logic [1:0] busss0, busss1, busss2, busss3;
logic [1:0] bussss0, bussss1;
xgp gp0(A[0], B[0], g[0], p[0]);
xgp gp1(A[1], B[1], g[1], p[1]);
xgp gp2(A[2], B[2], g[2], p[2]);
xgp gp3(A[3], B[3], g[3], p[3]);
xgp gp4(A[4], B[4], g[4], p[4]);
xgp gp5(A[5], B[5], g[5], p[5]);
xgp gp6(A[6], B[6], g[6], p[6]);
xgp gp7(A[7], B[7], g[7], p[7]);
xgp gp8(A[8], B[8], g[8], p[8]);
xgp gp9(A[9], B[9], g[9], p[9]);
xgp gp10(A[10], B[10], g[10], p[10]);
xgp gp11(A[11], B[11], g[11], p[11]);
xgp gp12(A[12], B[12], g[12], p[12]);
xgp gp13(A[13], B[13], g[13], p[13]);
xgp gp14(A[14], B[14], g[14], p[14]);
xgp gp15(A[15], B[15], g[15], p[15]);
assign bus0 = {g[1], g[0]};
assign bus1 = {g[3], g[2]};
assign bus2 = {g[5], g[4]};
assign bus3 = {g[7], g[6]};
assign bus4 = {g[9], g[8]};
assign bus5 = {g[11], g[10]};
assign bus6 = {g[13], g[12]};
assign bus7 = {g[15], g[14]};
assign bus8 = {p[1], p[0]};
assign bus9 = {p[3], p[2]};
assign bus10 = {p[5], p[4]};
assign bus11 = {p[7], p[6]};
assign bus12 = {p[9], p[8]};
assign bus13 = {p[11], p[10]};
assign bus14 = {p[13], p[12]};
assign bus15 = {p[15], p[14]};
xxgp gpp0(bus0, bus8, g1[0], p1[0]);
xxgp gpp1(bus1, bus9, g1[1], p1[1]);
xxgp gpp2(bus2, bus10, g1[2], p1[2]);
xxgp gpp3(bus3, bus11, g1[3], p1[3]);
xxgp gpp4(bus4, bus12, g1[4], p1[4]);
xxgp gpp5(bus5, bus13, g1[5], p1[5]);
xxgp gpp6(bus6, bus14, g1[6], p1[6]);
xxgp gpp7(bus7, bus15, g1[7], p1[7]);
assign buss0 = {g1[1], g1[0]};
assign buss1 = {g1[3], g1[2]};
assign buss2 = {g1[5], g1[4]};
assign buss3 = {g1[7], g1[6]};
assign buss4 = {p1[1], p1[0]};
assign buss5 = {p1[3], p1[2]};
assign buss6 = {p1[5], p1[4]};
assign buss7 = {p1[7], p1[6]};
xxgp gppp0(buss0, buss4, g2[0], p2[0]);
xxgp gppp1(buss1, buss5, g2[1], p2[1]);
xxgp gppp2(buss2, buss6, g2[2], p2[2]);
xxgp gppp3(buss3, buss7, g2[3], p2[3]);
assign busss0 = {g2[1], g2[0]};
assign busss1 = {g2[3], g2[2]};
assign busss2 = {p2[1], p2[0]};
assign busss3 = {p2[3], p2[2]};
xxgp gpppp0(busss0, busss2, g3[0], p3[0]);
xxgp gpppp1(busss1, busss3, g3[1], p3[1]);
assign bussss0 = {g3[1], g3[0]};
assign bussss1 = {p3[1], p3[0]};
xxgp gppppp0(bussss0, bussss1, g4, p4);
endmodule
module carryy(
    input logic cin, g, p,
    output logic cout
);
assign cout= (cin&p)|g;
endmodule
module dif_bird(
    input  logic signed [15:0] A, B,
    output  logic signed [15:0] dif,
    output  logic signed[15:0] c,
    output logic of_dif    
    );
logic signed [15:0] b;
assign b[0] = ~(B[0]);
assign b[1] = ~(B[1]);
assign b[2] = ~(B[2]);
assign b[3] = ~(B[3]);
assign b[4] = ~(B[4]);
assign b[5] = ~(B[5]);
assign b[6] = ~(B[6]);
assign b[7] = ~(B[7]);
assign b[8] = ~(B[8]);
assign b[9] = ~(B[9]);
assign b[10] = ~(B[10]);
assign b[11] = ~(B[11]);
assign b[12] = ~(B[12]);
assign b[13] = ~(B[13]);
assign b[14] = ~(B[14]);
assign b[15] = ~(B[15]);
    logic [15:0] g;
    logic [7:0] g1;
    logic [3:0] g2;
    logic [1:0] g3;
    logic [15:0] p;
    logic [7:0] p1;
    logic [3:0] p2;
    logic [1:0] p3;
    logic g4,p4;
all_gp dave(A,b,g,p,g1,p1,g2,p2,g3,p3,g4,p4);
assign c[0] = 1'b1;
carryy c1(c[0],g[0], p[0], c[1]);
carryy c2(c[0],g1[0], p1[0], c[2]);
carryy c3(c[2],g[2], p[2], c[3]);
carryy c4(c[0],g2[0],p2[0],c[4]);
carryy c5(c[4],g[0],p[4],c[5]);
carryy c6(c[4],g1[2],p1[2],c[6]);
carryy c7(c[6],g[6],p[6],c[7]);
carryy c8(c[0],g3[0],p3[0],c[8]);
carryy c9(c[8],g[8],p[8],c[9]);
carryy c10(c[8],g1[4],p1[4],c[10]);
carryy c11(c[10],g[10],p[10],c[11]);
carryy c12(c[8],g2[2],p[2],c[12]);
carryy c13(c[12],g[12],p[12],c[13]);
carryy c14(c[12],g1[6],p1[6],c[14]);
carryy c15(c[14],g[14],p[14],c[15]);
assign dif[0] = ~(A[0] ^ B[0] ^ c[0]);
assign dif[1] = ~(A[1] ^ B[1] ^ c[1]);
assign dif[2] = ~(A[2] ^ B[2] ^ c[2]);
assign dif[3] = ~(A[3] ^ B[3] ^ c[3]);
assign dif[4] = ~(A[4] ^ B[4] ^ c[4]);
assign dif[5] = ~(A[5] ^ B[5] ^ c[5]);
assign dif[6] = ~(A[6] ^ B[6] ^ c[6]);
assign dif[7] = ~(A[7] ^ B[7] ^ c[7]);
assign dif[8] = ~(A[8] ^ B[8] ^ c[8]);
assign dif[9] = ~(A[9] ^ B[9] ^ c[9]);
assign dif[10] = ~(A[10] ^ B[10] ^ c[10]);
assign dif[11] = ~(A[11] ^ B[11] ^ c[11]);
assign dif[12] = ~(A[12] ^ B[12] ^ c[12]);
assign dif[13] = ~(A[13] ^ B[13] ^ c[13]);
assign dif[14] = ~(A[14] ^ B[14] ^ c[14]);
assign dif[15] = ~(A[15] ^ B[15] ^ c[15]);
logic part1;
logic part2;
assign part1=~(A[15])&(B[15])&dif[15];
assign part2=(A[15])&~(B[15])&~dif[15];
assign of_dif=part1|part2;
endmodule
module jester(
	input logic [15:0] A, B,
	output logic [15:0] sum,
	output logic [15:0] dif,
	output logic [15:0] sum_cout, dif_cout,
	output logic of_sum, of_dif, lessthan 
);
king dut(.A(A), .B(B), .sum(sum), .sum_cout(sum_cout), .dif(dif), .dif_cout(dif_cout), .of_sum(of_sum), .of_dif(of_dif), .lessthan(lessthan));
endmodule
module king(
    input logic [15:0] A, B,
    output logic [15:0] sum, 
    output logic [15:0]sum_cout, dif_cout,
    output logic [15:0] dif,
    output logic of_sum, of_dif, lessthan
    );
sum_bird dut((A), (B), (sum), (sum_cout),of_sum);
dif_bird dut2((A), (B), (dif), (dif_cout),of_dif);
assign lessthan = of_dif ^ dif[15]; 
endmodule
module sum_bird(
    input logic [15:0] A, B,
    output logic [15:0] sum,
    output logic [15:0] c,
    output logic of_sum    
    );
    logic [15:0] g;
     logic [7:0] g1;
     logic [3:0] g2;
     logic [1:0] g3;
    logic [15:0] p;
    logic [7:0] p1;
    logic [3:0] p2;
    logic [1:0] p3;
    logic g4,p4;
all_gp dave(A,B,g,p,g1,p1,g2,p2,g3,p3,g4,p4);
assign c[0] = 1'b0;
carryy c1(c[0],g[0], p[0], c[1]);
carryy c2(c[0],g1[0], p1[0], c[2]);
carryy c3(c[2],g[2], p[2], c[3]);
carryy c4(c[0],g2[0],p2[0],c[4]);
carryy c5(c[4],g[0],p[4],c[5]);
carryy c6(c[4],g1[2],p1[2],c[6]);
carryy c7(c[6],g[6],p[6],c[7]);
carryy c8(c[0],g3[0],p3[0],c[8]);
carryy c9(c[8],g[8],p[8],c[9]);
carryy c10(c[8],g1[4],p1[4],c[10]);
carryy c11(c[10],g[10],p[10],c[11]);
carryy c12(c[8],g2[2],p[2],c[12]);
carryy c13(c[12],g[12],p[12],c[13]);
carryy c14(c[12],g1[6],p1[6],c[14]);
carryy c15(c[14],g[14],p[14],c[15]);
assign sum[0] = A[0] ^ B[0] ^ c[0];
assign sum[1] = A[1] ^ B[1] ^ c[1];
assign sum[2] = A[2] ^ B[2] ^ c[2];
assign sum[3] = A[3] ^ B[3] ^ c[3];
assign sum[4] = A[4] ^ B[4] ^ c[4];
assign sum[5] = A[5] ^ B[5] ^ c[5];
assign sum[6] = A[6] ^ B[6] ^ c[6];
assign sum[7] = A[7] ^ B[7] ^ c[7];
assign sum[8] = A[8] ^ B[8] ^ c[8];
assign sum[9] = A[9] ^ B[9] ^ c[9];
assign sum[10] = A[10] ^ B[10] ^ c[10];
assign sum[11] = A[11] ^ B[11] ^ c[11];
assign sum[12] = A[12] ^ B[12] ^ c[12];
assign sum[13] = A[13] ^ B[13] ^ c[13];
assign sum[14] = A[14] ^ B[14] ^ c[14];
assign sum[15] = A[15] ^ B[15] ^ c[15];
logic part1;
logic part2;
assign part1=~(A[15])&~(B[15])&sum[15];
assign part2=(A[15])&(B[15])&~sum[15];
assign of_sum=part1|part2;
endmodule
module xgp(
	input logic a,b,
	output logic g,p
	);
assign g = a & b;
assign p = a | b;
endmodule
module xxgp(
	input logic [1:0] gin,pin,
	output logic g,p
	);
assign g = (gin[0] & pin[1]) | gin[1];
assign p = pin[0] & pin[1];
endmodule
```
`run.sh`:
```
#!/bin/bash
# OpenROAD 26Q1-2900-gdf79404cd8, Yosys 0.63+post, stock flow scripts
make -C /OpenROAD-flow-scripts/flow DESIGN_CONFIG=/design/flow/config.mk WORK_HOME=/design/flow/orfs finish
```
`config.mk`:
```
export PLATFORM = sky130hd
export DESIGN_NAME = jester
export DESIGN_NICKNAME = jester
export VERILOG_FILES = /design/flow/design.v
export SDC_FILE = /design/flow/constraint.sdc
export NUM_CORES = 4
export LEC_CHECK = 1
export CORE_AREA = 10 10 90 90
export DIE_AREA = 0 0 100 100
```
`constraint.sdc`:
```
current_design jester

set clk_period 6.5
set clk_io_pct 0.2

create_clock -name clk0 -period $clk_period

set non_clock_inputs [all_inputs -no_clocks]
set_input_delay [expr $clk_period * $clk_io_pct] -clock clk0 $non_clock_inputs
set_output_delay [expr $clk_period * $clk_io_pct] -clock clk0 [all_outputs]
```
==> flow_summary.json <==
{
  "largest_area_cell": "ha_1",
  "drc": 0,
  "syn-cell-area_mm2": 0.002047,
  "vias_per_cell": 4.108,
  "die_area_mm2": 0.01000,
  "rsz0062_at_grt": "false",
  "drtAntennaViolNets": 0,
  "cts_setup_buffers": 0,
  "hp-class": "input pin to primary output",
  "grt_pass1_vias": 1713,
  "synth_warnings": 0,
  "drive_gt1_share_pct": 3.618,
  "status": "completed",
  "synth_cell_types": 31,
  "slew_headroom_pct": 64.38,
  "avgSynthCellArea_um2": 8.529,
  "first_pass_iters": 2,
  "postCtsHoldBufs": 0,
  "area_leaders": "ha_1 (36%), fa_1 (14%), buf_4 (12%), inv_1 (12%), xor2_1 (3.9%)",
  "fin_crit_sh_pct": 91.42,
  "crit_path_start_kind": "input pin",
  "place.gp.congestion": 0.7726,
  "critical_path_required_ps": 5200,
  "io_pins": 99,
  "drv_slew": 0,
  "die_w_um": 100,
  "areaGrowthSynthToFinish_pct": 40.04,
  "overflow": 0,
  "grt_max_degree": 7,
  "wire_per_inst_um": 12.90,
  "warnings": 82,
  "numPortBuffers": 97,
  "place_ws_ps": 528.2,
  "register_area_um2": 0,
  "cp.arrival_ps": 4640,
  "rows": 29,
  "min_period_ps": 5942,
  "cp_max_fo": 4,
  "netlist_instances": 240,
  "cp-end-kind": "primary output",
  "grt_use_total_pct": 9.533,
  "power.density_mw_per_mm2": 90.65,
  "cap_violations": 0,
  "setup_viol": 0,
  "die_h_um": 100,
  "top_area_share_pct": 36.06,
  "nClkBuffers": 0,
  "antenna_found_initial": 0,
  "ff_count": 0,
  "post_cts_resized": 0,
  "finalPower_mw": 0.2598,
  "num_vias": 1565,
  "yosys_area_mm2": 0.002047,
  "hold_viol_final": 0,
  "leakagePower_nw": 1.435,
  "setup_tns_ps": 0,
  "fp_util_pct": 32.61,
  "drt_iter0_drc": 5,
  "worstSetupPathType": "input pin to primary output",
  "ys_seq_share_pct": 0,
  "antenna_cells": 0,
  "ys_cells": 240,
  "ir_worst_vdd_v": 0.00005614,
  "grt_pass1_wl_um": 7969,
  "dp_hpwl_um": 4612,
  "routed_wl_um": 4914,
  "core-area_mm2": 0.006277,
  "fin_ws_ps": 557.9,
  "max_freq_mhz": 168.3,
  "max_slew.worst_pin.slew_ps": 529.8
}
-- through the flow --
stage	instances	cell area, um2	hold slack [ps]	utilization, %
global route	381	2867	3747	45.66
floorplan	240	2047	2707	-
global placement	381	2867	3710	45.66
CTS	381	2867	3706	45.66
detailed placement	381	2867	3706	45.66
finish	381	2867	3692	45.66
-- power breakdown --
part           internal (mW)  switching [mW]  total (mW)
clock                      0               0           0
sequential                 0               0           0
combinational          0.171          0.0888       0.260
-- cell families after synthesis --
family	synth area share, %
buf+inv	24.02
fa+ha+maj	49.76
compound gates	13.94
xor+xnor	6.846
simple gates	3.973
mux	1.100
other cells	0.3669
-- cells in the mapped netlist, types with 2 or more instances --
cell and number:
mux2_2 2, o41ai_1 2, xnor2_1 7, inv_1 65
ha_1 59, xor2_1 9, buf_4 33, fa_1 14
nor2_1 6, a21o_1 3, nand2b_1 2, o31ai_1 4
a21oi_1 13, o41a_1 2, nor4_1 2, conb_1 2
-- cell type report --
| class | instances | area (um2) |
|---|---|---|
| well taps | 77 | 96.34 |
| multi-input cells | 142 | 1555 |
| inverters | 65 | 244.0 |
| repair buffers | 97 | 970.9 |
| fillers | 601 | 3411 |
-- cell usage in the layout (no fill, tap or decap), types with 3 or more instances in the layout --
cell | Yosys | final
clkdlybuf4s50_1 | 0 | 97
a21o_1 | 3 | 3
xor2_1 | 9 | 9
a21oi_1 | 13 | 13
xnor2_1 | 7 | 7
ha_1 | 59 | 59
fa_1 | 14 | 14
inv_1 | 65 | 65
o31ai_1 | 4 | 4
nor2_1 | 6 | 6
-- layer usage --
layer / vias up / wire length (um) / track usage, %
met5: - / 0 / 0
met4: 0 / 0 / 0
met3: 0 / 570 / 4.303
met2: 48 / 2318 / 16.72
met1: 698 / 2026 / 11.13
li1: 819 / - / -
-- worst max-delay path: stages --
cell and delay (ps):
clkdlybuf4s50_1 560, inv_1 120, ha_1 250, inv_1 110, a21oi_1 90, o31a_1 280, a21o_1 220, o41a_1 330
fa_1 400, xnor2_1 220, mux2_2 350, clkdlybuf4s50_1 410
-- worst paths after layout --
check             depth (start not counted)      end  startpoint
setup / recovery                         12   of_sum        A[2]
hold / removal                            4  dif[14]       B[14]
Power figures rest on the tool's default switching activity, not on a simulated workload.
