[/design/flow/design.v]
module alu(input logic signed [31:0] A, B,
input logic [2:0] F,
output logic signed [31:0] Y,
output logic zero,OF);
logic [31:0] BB,and1,or1;
logic [32:0] zeroextend;
logic [31:0] adds;
mux2_1_32 m1(B,(~B),F[2],BB);
assign and1=BB&A;
assign or1=BB|A;
assign adds=BB+A+F[2];
slt setl(A,B,adds,zeroextend);
logic adderof,subberof,aof;
assign adderof=(A[31]^BB[31]) &((BB[31]^adds[31])|(A[31] ^adds[31]));
assign subberof=~(A[31]^BB[31]) & ((A[31]^adds[31]));
mux2_1_1 ofsz(adderof,subberof,F[2],aof);
mux4_1_32 m2(and1,or1,adds[31:0],zeroextend[31:0],F[1:0],Y);
mux2_1_1 m3(aof,zeroextend[32],F[1],OF);
assign zero= ~(Y[31] | Y[30] | Y[29] | Y[28] | Y[27] | Y[26] | Y[25] | Y[24] | 
Y[23] | Y[22] | Y[21] | Y[20] | Y[19] | Y[18] | Y[17] | Y[16] | 
Y[15] | Y[14] | Y[13] | Y[12] | Y[11] | Y[10] | Y[9]  | Y[8]  | 
Y[7]  | Y[6]  | Y[5]  | Y[4]  | Y[3]  | Y[2]  | Y[1]  | Y[0]);
endmodule
module extend1_32(input logic i, output logic [31:0] o); 
assign o[0] = i;
assign o[1] = i;
assign o[2] = i;
assign o[3] = i;
assign o[4] = i;
assign o[5] = i;
assign o[6] = i;
assign o[7] = i;
assign o[8] = i;
assign o[9] = i;
assign o[10] = i;
assign o[11] = i;
assign o[12] = i;
assign o[13] = i;
assign o[14] = i;
assign o[15] = i;
assign o[16] = i;
assign o[17] = i;
assign o[18] = i;
assign o[19] = i;
assign o[20] = i;
assign o[21] = i;
assign o[22] = i;
assign o[23] = i;
assign o[24] = i;
assign o[25] = i;
assign o[26] = i;
assign o[27] = i;
assign o[28] = i;
assign o[29] = i;
assign o[30] = i;
assign o[31] = i;
endmodule
module mux2_1_1( input logic D0, D1, input logic S, 
output logic Y);
logic a, b;
logic s_bar;
assign s_bar = ~S;
assign b = S & D1;
assign a = D0 & s_bar;
assign Y = a | b;
endmodule
module mux2_1_32( input logic [31:0] D0, D1, input logic S, 
output logic [31:0] Y);
logic [31:0] a, b;
logic [31:0] s, s_bar;
extend1_32 extend(S,s);
assign s_bar = ~s;
assign b = s & D1;
assign a = D0 & s_bar;
assign Y = a | b;
endmodule
module mux4_1_32( input logic [31:0] D0, D1,D2,D3, input logic [1:0] S, 
output logic [31:0] Y);
logic [31:0] m1,m2;
mux2_1_32 p1(D0,D1,S[0],m1);
mux2_1_32 p2(D2,D3,S[0],m2);
mux2_1_32 p3(m1,m2,S[1],Y);
endmodule
module slt(input logic [31:0] A, B,input logic [32:0] Diff, output logic [32:0]out);
logic [7:0] val;
assign val[1]=~A[31]&~B[31]&Diff[31];
assign val[4]=A[31]&~B[31]&~Diff[31]&Diff[32];
assign val[5]=A[31]&~B[31]&Diff[31];
assign val[7]=A[31]&B[31]&Diff[31];
assign out= {31'b0,(val[1]|val[4]|val[5]|val[7])};
endmodule
[/design/flow/run.sh]
#!/bin/bash
# OpenROAD 26Q1-2900-gdf79404cd8, Yosys 0.63+post, stock flow scripts
make -C /OpenROAD-flow-scripts/flow DESIGN_CONFIG=/design/flow/config.mk WORK_HOME=/design/flow/orfs finish
[/design/flow/config.mk]
export PLATFORM = sky130hd
export DESIGN_NAME = alu
export DESIGN_NICKNAME = alu
export VERILOG_FILES = /design/flow/design.v
export SDC_FILE = /design/flow/constraint.sdc
export NUM_CORES = 4
export LEC_CHECK = 1
export CORE_UTILIZATION = 30
[/design/flow/constraint.sdc]
current_design alu

set clk_period 12.1
set clk_io_pct 0.2

create_clock -name clk0 -period $clk_period

set non_clock_inputs [all_inputs -no_clocks]
set_input_delay [expr $clk_period * $clk_io_pct] -clock clk0 $non_clock_inputs
set_output_delay [expr $clk_period * $clk_io_pct] -clock clk0 [all_outputs]
==> flow_metrics.env <==
# yosys + openroad results
export IMPL_grt_pass1_wl_mm=19.7
export IMPL_required_ns=9.68
export IMPL_final_area_mm2=0.00476
export IMPL_die_w_um=113
export IMPL_top_area_cell="ha_1"
export IMPL_fp_dieH_um=113
export IMPL_seq_cell_count=0
export IMPL_min_path_type="primary input to output pin"
export IMPL_finalCritPeriodShare=0.801
export IMPL_first_pass_iters=5
export IMPL_drc=0
export IMPL_yosysSeqAreaShare=0
export IMPL_viasPerCell=5.38
export IMPL_drt_iter0_drc=182
export IMPL_cts_resized=0
export IMPL_ys_cells=552
export IMPL_rsz0062_at_grt="false"
export IMPL_gp_congestion=0.933
export IMPL_layout_area_comb_mm2=0.00326
export IMPL_warning_count=65
export IMPL_hpwl_mm=9.92
export IMPL_place_inst=772
export IMPL_final_cell_mix="clkdlybuf4s50_1 (100), inv_1 (73), ha_1 (65)"
export IMPL_finalHoldViolations=0
export IMPL_whs_ns=6.02
export IMPL_vdd_ir_drop_worst_v=0.0000213
export IMPL_grt_pass1_vias=3889
export IMPL_powerDensity_mw_per_mm2=61.5
export IMPL_stdcell_count=772
export IMPL_pin_count=101
export IMPL_grt_max_degree=44
export IMPL_wire_per_inst_um=15.8
export IMPL_fmax_mhz=103
export IMPL_p_leak_nw=2.17
export IMPL_crit_start="B[0]"
export IMPL_dpl_cell_area_mm2=0.00476
export IMPL_yosysWarnings=1
export IMPL_worst_slew_pin_slew_ns=0.862
export IMPL_drive_above_1_share=0.0416
export IMPL_fp_utilization=0.307
export IMPL_antennaDiodeCount=0
export IMPL_vias=4152
export IMPL_synthToLayoutAreaGrowth_pct=29.4
export IMPL_fin_crit_ns=9.69
export IMPL_syn_avg_cell_area_um2=6.67
export IMPL_grt_overflow_total=0
export IMPL_layout_top_cell="clkdlybuf4s50_1"
export IMPL_critical_path_arrival_ns=7.27
export IMPL_final_util=0.397
export IMPL_cp_max_fo=4
export IMPL_synth_top_area_share=0.221
export IMPL_crit_end="zero"
export IMPL_clkbuf_count=0
export IMPL_post_cts_setup_buffers=0
export IMPL_status="finished clean"
export IMPL_netlist_instances=552
export IMPL_synthTopCellsByArea="ha_1 (22%), xor2_1 (10%), inv_1 (7.4%)"
export IMPL_antenna_found_initial=0
export IMPL_chip_area_mm2=0.0127
export IMPL_cts_hold_buf=0
export IMPL_drv_cap=0
export IMPL_end_kind="output pin"
export IMPL_setup_tns_ns=0
export IMPL_netlist_area_mm2=0.00368
export IMPL_fillers=1276
export IMPL_portBuffers=101
export IMPL_yosys_cell_types_count=66
export IMPL_rows=40
export IMPL_maxSlewHeadroom=0.424
export IMPL_coreArea_mm2=0.0120
export IMPL_setup_viol=0
export IMPL_yosys_stat_area_mm2=0.00368
export IMPL_antenna_left=0
export IMPL_maxSlewViolCount=0
export IMPL_regArea_um2=0
export IMPL_critPathKind="primary input to output pin"
export IMPL_track_usage=0.192
export IMPL_routed_wl_mm=12.2
export IMPL_cp_start_kind="primary input"
cells by family after synthesis:
group / synth area share
AOI/OAI and AO/OA: 0.334
and+or+nand+nor: 0.182
buffers and inverters: 0.114
adders and majority gates: 0.226
xor gates and xnor gates: 0.135
muxes: 0.00849
stage by stage:
| step | power, mW | worst slack [ns] |
|---|---|---|
| 2_1_floorplan | 0.184 | 3.99 |
| 3_3_place_gp | 0.290 | 2.55 |
| 3_5_place_dp | 0.290 | 2.55 |
| 4_1_cts | 0.292 | 2.53 |
| 5_1_grt | 0.323 | 2.27 |
| 6_report | 0.293 | 2.41 |
layout make-up:
type	count	area share
Multi-Input combinational cell	445	0.685
Timing Repair Buffer	105	0.217
Inverter	75	0.0591
Tap cell	147	0.0386
worst min-delay path by stage:
stage	startpoint	endpoint	slack (ns)	cells past startpoint
4_1_cts	B[31]	Y[0]	6.03	4
5_1_grt	B[31]	Y[0]	6.09	4
6_report	F[2]	Y[0]	6.02	5
where the power goes:
group          switching, mW  total, mW  leakage, nW  internal, mW
combinational          0.156      0.293         2.17         0.136
sequential                 0          0            0             0
clock                      0          0            0             0
layer usage:
layer	track usage	vias up	wire, um
met3	0.0197	10	686
met2	0.322	136	5640
met4	0.0231	0	133
li1	-	2115	-
met5	0	-	0
met1	0.275	1891	5760
cells in the mapped netlist, types with 5 or more instances:
cell type	instances
a21o_1	13
nand4_1	14
nor2_1	33
a211oi_1	9
nand2_1	38
inv_1	73
o21a_1	6
xor2_1	44
o21ai_0	36
ha_1	65
a31oi_1	9
xnor2_1	11
o211ai_1	10
a21oi_1	54
nand3_1	5
and3_1	5
o22ai_1	11
clkbuf_1	23
nor3_1	5
critical path, cell delays in order:
cell and delay, ns:
clkdlybuf4s50_1 0.50, mux2_2 0.40, fa_1 0.42, a21o_1 0.21, a221oi_1 0.43, o221ai_1 0.38
a211oi_1 0.45, xnor2_1 0.26, o2111ai_1 0.20, a211oi_1 0.36, or4b_1 0.52, nor4_2 0.19
clkdlybuf4s50_1 0.52
Power figures rest on the tool's default switching activity, not on a simulated workload.
