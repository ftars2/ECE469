===== design/flow/design.v =====
module XVIbitbrent(
	input logic [15:0] A, B,
	output logic [15:0] sum,
	output logic cout
);
logic [15:0] G, P, C;
logic [14:0] gij;
logic [10:0] gijblk, pijblk;
gpbit n0(A[0], B[0], G[0], P[0]);
gpbit n1(A[1], B[1], G[1], P[1]);
gpbit n2(A[2], B[2], G[2], P[2]);
gpbit n3(A[3], B[3], G[3], P[3]);
gpbit n4(A[4], B[4], G[4], P[4]);
gpbit n5(A[5], B[5], G[5], P[5]);
gpbit n6(A[6], B[6], G[6], P[6]);
gpbit n7(A[7], B[7], G[7], P[7]);
gpbit n8(A[8], B[8], G[8], P[8]);
gpbit n9(A[9], B[9], G[9], P[9]);
gpbit n10(A[10], B[10], G[10], P[10]);
gpbit n11(A[11], B[11], G[11], P[11]);
gpbit n12(A[12], B[12], G[12], P[12]);
gpbit n13(A[13], B[13], G[13], P[13]);
gpbit n14(A[14], B[14], G[14], P[14]);
gpbit n15(A[15], B[15], G[15], P[15]);
assign C[0] = 0;
assign C[1] = G[0];
gbit c2(G[1], P[1], G[0], gij[0]);
assign C[2] = gij[0];
gbit c3(G[2], P[2], gij[0], gij[1]);
assign C[3] = gij[1];
gpblk g0(G[3], P[3], G[2], P[2], gijblk[0], pijblk[0]);
gbit c4(gijblk[0], pijblk[0], gij[0], gij[2]);
assign C[4] = gij[2];
gbit c5(G[4], P[4], gij[2], gij[3]);
assign C[5] = gij[3];
gpblk g1(G[5], P[5], G[4], P[4], gijblk[1], pijblk[1]);
gbit c6(gijblk[1], pijblk[1], gij[2], gij[4]);
assign C[6] = gij[4];
gbit c7(G[6], P[6], gij[4], gij[5]);
assign C[7] = gij[5];
gpblk g2(G[7], P[7], G[6], P[6], gijblk[2], pijblk[2]);
gpblk g3(gijblk[2], pijblk[2], gijblk[1], pijblk[1], gijblk[3], pijblk[3]);
gbit c8(gijblk[3], pijblk[3], gij[2], gij[6]);
assign C[8] = gij[6];
gbit c9(G[8], P[8], gij[6], gij[7]);
assign C[9] = gij[7];
gpblk g4(G[9], P[9], G[8], P[8], gijblk[4], pijblk[4]);
gbit c10(gijblk[4], pijblk[4], gij[6], gij[8]);
assign C[10] = gij[8];
gbit c11(G[10], P[10], gij[8], gij[9]);
assign C[11] = gij[9];
gpblk g5(G[11], P[11], G[10], P[10], gijblk[5], pijblk[5]);
gpblk g6(gijblk[5], pijblk[5], gijblk[4], pijblk[4], gijblk[6], pijblk[6]);
gbit c12(gijblk[6], pijblk[6], gij[6], gij[10]);
assign C[12] = gij[10];
gbit c13(G[12], P[12], gij[10], gij[11]);
assign C[13] = gij[11];
gpblk g7(G[13], P[13], G[12], P[12], gijblk[7], pijblk[7]);
gbit c14(gijblk[7], pijblk[7], gij[10], gij[12]);
assign C[14] = gij[12];
gbit c15(G[14], P[14], gij[12], gij[13]);
assign C[15] = gij[13];
gpblk g8(G[15], P[15], G[14], P[14], gijblk[8], pijblk[8]);
gpblk g9(gijblk[8], pijblk[8], gijblk[7], pijblk[7], gijblk[9], pijblk[9]);
gpblk g10(gijblk[9], pijblk[9], gijblk[6], pijblk[6], gijblk[10], pijblk[10]);
gbit c16(gijblk[10], pijblk[10], gij[6], gij[14]);
assign cout = gij[14];
assign sum = A ^ B ^ C;
endmodule
module bitcomparex16(input logic [15:0] a,b, output logic agreat, bgreat, equal);
    logic var1,var2,var3,var4;
    bitcomparex8 lowdut(a[7:0],b[7:0],var1);
    bitcomparex8 woldut(b[7:0],a[7:0],var2);
    bitcomparex8 highdut(a[15:8],b[15:8],var3);
    bitcomparex8 hgihdut(b[15:8],a[15:8],var4);
    assign agreat= ((~(var3|var4))&var1)|var3;
    assign bgreat= (~(var4^var3)&var2)|var4;
    logic [15:0] xord;
    assign xord= ~(a^b);
    assign equal= xord[0]&xord[1]&xord[2]&xord[3]&xord[4]&xord[5]&xord[6]&xord[7]&xord[8]&xord[9]&xord[10]&xord[11]&xord[12]&xord[13]&xord[14]&xord[15];
endmodule
module bitcomparex2(input logic [1:0] a, b, output logic Agreat);
logic and1, xnor1, and2;
assign and1=a[1]&~b[1];
assign xnor1=~(a[1]^b[1]);
assign and2=xnor1&(~b[0])&a[0];
assign Agreat=and2|and1;
endmodule
module bitcomparex4(input logic [3:0] a,b, output logic agreat);
    logic var1,var2,var3,var4;
    bitcomparex2 lowdut(a[1:0],b[1:0],var1);
    bitcomparex2 woldut(b[1:0],a[1:0],var2);
    bitcomparex2 highdut(a[3:2],b[3:2],var3);
    bitcomparex2 hgihdut(b[3:2],a[3:2],var4);
    assign agreat= ((~(var3|var4))&var1)|var3;
endmodule
module bitcomparex8(input logic [7:0] a,b, output logic agreat);
    logic var1,var2,var3,var4;
    bitcomparex4 lowdut(a[3:0],b[3:0],var1);
    bitcomparex4 woldut(b[3:0],a[3:0],var2);
    bitcomparex4 highdut(a[7:4],b[7:4],var3);
    bitcomparex4 hgihdut(b[7:4],a[7:4],var4);
    assign agreat= ((~(var3|var4))&var1)|var3;
endmodule
module borrow(input logic Bin, A,B, output logic Bout, D);
    logic temp1,temp2,temp3;
    assign temp1=A^B;
    assign D=temp1^Bin;
    assign temp2=~A&B;
    assign temp3=~temp1&Bin;
    assign Bout=temp3|temp2;
endmodule
module borrowX16(input logic [15:0] A,B,output logic Bout, output logic [15:0] D);
    logic [15:0] bout;
    borrow bor1(1'b0,A[0],B[0],bout[0],D[0]);
    borrow bor2(bout[0],A[1],B[1],bout[1],D[1]);
    borrow bor3(bout[1],A[2],B[2],bout[2],D[2]);  
    borrow bor4(bout[2],A[3],B[3],bout[3],D[3]);  
    borrow bor5(bout[3],A[4],B[4],bout[4],D[4]);  
    borrow bor6(bout[4],A[5],B[5],bout[5],D[5]);  
    borrow bor7(bout[5],A[6],B[6],bout[6],D[6]);  
    borrow bor8(bout[6],A[7],B[7],bout[7],D[7]);  
    borrow bor9(bout[7],A[8],B[8],bout[8],D[8]);  
    borrow bor10(bout[8],A[9],B[9],bout[9],D[9]);  
    borrow bor11(bout[9],A[10],B[10],bout[10],D[10]);  
    borrow bor12(bout[10],A[11],B[11],bout[11],D[11]);  
    borrow bor13(bout[11],A[12],B[12],bout[12],D[12]);  
    borrow bor14(bout[12],A[13],B[13],bout[13],D[13]);  
    borrow bor15(bout[13],A[14],B[14],bout[14],D[14]);  
    borrow bor16(bout[14],A[15],B[15],Bout,D[15]);     
endmodule
module gbit(
	input logic Gik, Pik, Gkj,
	output logic Gij);
	assign Gij = Gik | (Pik & Gkj);
endmodule
module gpbit(
	input logic Ai, Bi,
	output logic Gii, Pii);
	assign Gii = Ai & Bi;
	assign Pii = Ai | Bi;
endmodule
module gpblk(
	input logic Ghb, Phb, Glb, Plb,
	output logic Gij, Pij);
	assign Gij = Ghb | (Phb & Glb);
	assign Pij = Phb & Plb;
endmodule
module last(input logic [16:0] A, B, output logic [16:0]S,D, output logic OF_S,OF_D);
logic agreat,bgreat,equal;
bitcomparex16 bitcomp(A[15:0],B[15:0],agreat,bgreat,equal);
logic add1,addcarry;
assign add1= ~(A[16]^B[16]); 
logic [15:0] ts1; 
logic [16:0] td1, td2, td3, Sum; 
logic OF1, OF2, OF3;
XVIbitbrent brent(A[15:0],B[15:0],ts1,addcarry); 
logic tempers;
assign tempers=(A[15]^B[15])&((agreat&A[15])|(bgreat&B[15]));
assign Sum[16]=tempers;
assign Sum[15:0]=ts1;
sub17x sub12(A,B,td1,OF1);
sub17x sub123(B,A,td2,OF2);
assign td3=agreat ? td1 : td2;
assign OF3=agreat ? OF1 : OF2;
assign S=add1 ? Sum : td3;
assign OF_S=add1 ? addcarry : OF3;
sub17x suber(A,B,D,OF_D);
endmodule
module sub17x(input logic [16:0] A, B, output logic [16:0] D, output logic OF);
logic agreat,bgreat,equal;
bitcomparex16 bitc(A[15:0],B[15:0],agreat,bgreat,equal);
logic [15:0] tempD, pmetD, tsub, tadd, finD; 
logic Bout, tuoB, tBout,addcarry,fincarry; 
borrowX16 bor(A[15:0],B[15:0],Bout,tempD);
borrowX16 rob(B[15:0],A[15:0],tuoB,pmetD);
assign tsub=bgreat ? pmetD : tempD;
assign tBout=bgreat ? tuoB : Bout;
XVIbitbrent brent(A[15:0],B[15:0],tadd,addcarry);
assign finD=(A[16]^B[16]) ? tadd : tsub;
assign OF=(A[16]^B[16]) ? addcarry : tBout;
assign D[15:0]=equal&(~(A[16]^B[16])) ? 16'b0 : finD;
assign D[16]= (~(D[0] & D[1] &D[2] & D[3] & D[4] & D[5] & D[6] & D[7] & D[8] & D[9] & D[10] & D[15]& D[14]& D[13]& D[12]& D[11])&equal&(A[16]^B[16]))|(agreat&A[16])|(bgreat&(~B[16]));
endmodule

===== design/flow/run.sh =====
#!/bin/bash
# OpenROAD 26Q1-2900-gdf79404cd8, Yosys 0.63+post, stock flow scripts
make -C /OpenROAD-flow-scripts/flow DESIGN_CONFIG=/design/flow/config.mk WORK_HOME=/design/flow/orfs finish

===== design/flow/config.mk =====
export PLATFORM = sky130hd
export DESIGN_NAME = last
export DESIGN_NICKNAME = last
export VERILOG_FILES = /design/flow/design.v
export SDC_FILE = /design/flow/constraint.sdc
export NUM_CORES = 4
export LEC_CHECK = 1
export CORE_UTILIZATION = 30

===== design/flow/constraint.sdc =====
current_design last

set clk_period 5.5
set clk_io_pct 0.2

create_clock -name clk0 -period $clk_period

set non_clock_inputs [all_inputs -no_clocks]
set_input_delay [expr $clk_period * $clk_io_pct] -clock clk0 $non_clock_inputs
set_output_delay [expr $clk_period * $clk_io_pct] -clock clk0 [all_outputs]

==> design notes <==
The power report lists cell-internal power as 357 uW. In the synthesized netlist, the dominant kind of combinational cell is adder cells. The first detailed-routing pass took 4 iterations.

The critical path's slowest cell is sky130_fd_sc_hd__fa_2. With the initial antenna violation count at 0, the maximum fanout along the worst path is 2. For the half-perimeter wire length after detailed placement, the log shows 6.83 mm. The launching element type of the critical path is an input port. The tools report the global routing met1 resource utilization as 0.260.

For the post-layout worst setup margin, the log shows -2790 ps. The parity-gate share of the synthesized area counting xor and xnor cells came out at 0.0226. Global placement routability congestion: 0.933. Per the post-route antenna check, the number of violating nets is 0. The routed design could run at a clock period as short as 8290 ps. The share of synthesized cell area in full adder, half adder and majority cells is 0.506. The overall track demand over capacity in global routing came out at 0.175. The flow ran to the end, but the final reports show violations.

The first routing iteration left 51 violations. The run gives 0 for the total of warnings raised by yosys. Registers take 0 um^2.

Per the Yosys statistics, synthesis produced 312 cells. In this run the power density over the cells is 126 nW/um^2. There are 0 flip-flops and latches. The run gives 312 as the instance count of the mapped netlist.

The sequential power share was 0; the number of warnings in the stage logs was 68. The top-area cell type share of the netlist area is 0.280. The checks that failed: negative setup slack. The logs give 2,862 for the number of global-route vias before repair and 70 for the I/O pin count. The post-placement cell area is 4480 um^2. The post-route fraction of the period consumed by the critical path came out at 1.51. For this block, the routed nets add up to 7.99 mm of wire. The count of pins over their slew limit was 0. The utilization after layout was 0.541; the fraction of the mapped netlist area in compound gates was 0.197.

The worst min-delay path startpoint is B[9]. The top cell types in the final layout, fill and taps aside, are sky130_fd_sc_hd__buf_4, sky130_fd_sc_hd__inv_1, sky130_fd_sc_hd__clkdlybuf4s50_1, sky130_fd_sc_hd__ha_1, sky130_fd_sc_hd__fa_2. Cell repeated most along the worst path: sky130_fd_sc_hd__fa_2. The critical path contains buffers and inverters numbering 6 combined. Synthesized cell area: 2720 um^2. The global-route layer with the greatest usage was met2. At the worst endpoint, the required time is 4400 ps.

The global routing usage on met2 is 0.309. The analysis reports a worst IR drop on VDD of 0.0000622 V. In the Yosys stats the netlist draws on 46 distinct library cells.

The arrival time of the worst setup path was 7190 ps. sky130_fd_sc_hd__fa_1 takes more of the synthesized area than any other cell. With the switching power of the nets at 240 uW, the share of synthesized area occupied by flip-flops and latches is 0. The finished cells cover 4740 um^2.

With the final hold violation count at 0, the clock network power share is 0. The tools report the relative contribution of combinational cells to total power as 1.000. The relative slew slack is 0.592. The commonest non-fill, non-tap cell in the layout was sky130_fd_sc_hd__buf_4. The total leakage power was 0.00226 uW. Per the OpenROAD floorplan log, the area of the die is 9440 um^2.

The first global-routing pass estimated 13.3 mm of wire. The tools report the pin count of the biggest net entering global routing as 10. Setup repair after global routing could not meet its margin everywhere. The run gives 0 as the number of antenna repair diodes.

For reference, the top cells by area after synthesis are sky130_fd_sc_hd__fa_1, sky130_fd_sc_hd__ha_1, sky130_fd_sc_hd__inv_1. According to the hold report, the worst path is of the input port to output pin type. The met3 routing resource usage after global routing is 0.00439, and the fmax is 0.121 GHz. The overall die height was 97.2 um. With the largest stage delay on the critical path at 420 ps, the count of final setup violators is 9. Across all layers, the routed design uses 2,871 vias. The report lists the cells along the critical path as buf_8 > buf_12 > inv_12 > ha_4 > fa_2 > inv_2 > fa_2 > fa_2 > fa_2 > fa_2 > fa_2 > fa_2 > fa_2 > fa_2 > fa_2 > fa_2 > fa_2 > fa_2 > fa_2 > inv_2 > fa_2 > mux2_4 > o21ai_2 > buf_2. Number of port buffers: 70.

The tools report the core footprint as 8760 um^2. Area overhead of the layout relative to synthesis: 74.4%. The critical path in this run is classified as input port to output pin. The transition time recorded at the tightest slew-check pin is 609 ps. With the synthesized area divided by synthesized cell count at 8.71 um^2, the remaining global-route overflow is 0. The area fraction in mux cells is 0.0673.

With the die boundary width at 97.2 um, the number of core rows is 34. Detail-routed via count per cell: 4.77. The number of cells on the worst hold path is listed as 6. The tools report the core utilization at floorplan as 0.310. The endpoint of the worst hold path is reported as D[9]. The net switching fraction of the power was 0.402; the share of synthesized cell area in and, or, nand and nor gates was 0.107. The tools report the number of clock buffers in the layout as 0. In this design, the largest share of critical-path delay is due to adder cells.

With the count of max-cap constraint violations at 0, the per-cell routed wire length is 13.3 um. Yosys chip area: 2720 um^2. The share of post-route cells with drive strength above 1 came out at 0.460. After detailed routing, the number of remaining DRC violations is 0. STA classifies the critical path endpoint as an output pin.
-- final cells by class --
cell class | instances | area [um^2]
Tap cell | 108 | 135
Fill cell | 758 | 4030
Multi-Input combinational cell | 241 | 2780
Timing Repair Buffer | 187 | 1560
Inverter | 66 | 263
-- repair_timing --
| action | in CTS | in global routing |
|---|---|---|
| endpoints found under the setup margin | 28 | 20 |
| resized | 90 | 41 |
| gates cloned | 0 | 0 |
| hold buffers | 0 | 0 |
| pin swaps | 35 | 37 |
| buffers inserted | 5 | 1 |
| hold endpoints to repair | 0 | 0 |
-- power groups by stage --
stage | combinational [uW] | sequential (uW) | clock [uW]
CTS | 592 | 0 | 0
global route | 661 | 0 | 0
finish | 598 | 0 | 0
-- cells in the mapped netlist, types with 2 or more instances --
cell type,n
sky130_fd_sc_hd__or3_1,2
sky130_fd_sc_hd__xnor2_1,7
sky130_fd_sc_hd__mux2_4,2
sky130_fd_sc_hd__nor2_1,19
sky130_fd_sc_hd__o32ai_1,2
sky130_fd_sc_hd__mux2i_1,13
sky130_fd_sc_hd__a21oi_1,14
sky130_fd_sc_hd__a211oi_1,5
sky130_fd_sc_hd__nand2_1,4
sky130_fd_sc_hd__inv_1,66
sky130_fd_sc_hd__fa_1,38
sky130_fd_sc_hd__ha_1,49
sky130_fd_sc_hd__o31a_1,3
sky130_fd_sc_hd__nor2b_1,5
sky130_fd_sc_hd__o21ai_0,20
sky130_fd_sc_hd__o31ai_1,3
sky130_fd_sc_hd__or3b_2,3
sky130_fd_sc_hd__mux2_2,2
sky130_fd_sc_hd__nor3_1,4
sky130_fd_sc_hd__clkbuf_1,4
sky130_fd_sc_hd__nand2b_1,6
sky130_fd_sc_hd__o311ai_0,3
sky130_fd_sc_hd__nor3b_1,2
sky130_fd_sc_hd__o221ai_1,2
sky130_fd_sc_hd__o21bai_1,2
sky130_fd_sc_hd__nor4_1,5
sky130_fd_sc_hd__o22ai_1,8
-- routing by layer --
layer / vias to the layer above / wire length [um]
li1: 1431 / -
met1: 1383 / 3750
met2: 57 / 3950
met3: 0 / 286
met4: 0 / 0
met5: - / 0
-- per-stage QoR --
step / setup WS [ps] / total power [uW] / std cells / hold WS (ps) / TNS, ps
global route: -2960 / 661 / 602 / 2910 / -15410
detailed placement: -3720 / 569 / 597 / 3320 / -29050
floorplan: -2290 / 243 / 312 / 2270 / -9730
global placement: -3680 / 565 / 597 / 3310 / -28610
CTS: -3260 / 592 / 602 / 2990 / -17820
finish: -2790 / 598 / 602 / 2860 / -13970
-- kinds of logic (layout without fill, tap and decap cells) --
logic type / count (synthesis) / in the layout
adder cells (fa/ha/maj): 87 / 87
AND-OR/OR-AND: 76 / 76
buffers and inverters: 71 / 253
AND/OR/NAND/NOR: 54 / 54
multiplexers: 17 / 17
XOR/XNOR: 7 / 7
-- how the worst max path moves through the flow --
stage     startpoint    end  slack [ps]  depth (start not counted)
4_1_cts         B[0]  D[15]       -3260                         25
5_1_grt         B[0]  D[15]       -2960                         24
6_report        B[0]  D[15]       -2790                         24
Power and IR drop assume default switching activity.
